<file path="config.mk">
export PLATFORM = sky130hd
export DESIGN_NAME = synchronous_fifo
export DESIGN_NICKNAME = synchronous_fifo
export VERILOG_FILES = /design/flow/design.v
export SDC_FILE = /design/flow/constraint.sdc
export NUM_CORES = 4
export LEC_CHECK = 1
export CORE_UTILIZATION = 40
</file>
<file path="design.v">
module synchronous_fifo#(
    parameter   DATA_WIDTH = 24,
    parameter   filter_DATA_WIDTH = 20,
    parameter   ADDR_WIDTH = 4,
    parameter   DEPTH = 1 << ADDR_WIDTH
)(
    input                      clk,
    input                      rst_n,
    input                      wr_en,
    input                      reg_fifo_read_en,
    input  [filter_DATA_WIDTH-1:0]    filter_fifo_data,
    output                     full,    
    output                     empty,    
    output [DATA_WIDTH-1:0]    fifo_reg_data,
    output                     fifo_reg_data_valid,
    output [DEPTH-1:0]         fifo_sample_num
);
    integer                 i;   
    reg [DATA_WIDTH-1:0]    fifo_reg_data_r;
    reg [DATA_WIDTH-1:0]    fifo_reg_data;
    reg [ADDR_WIDTH:0]    wr_ptr;
    reg [ADDR_WIDTH:0]    rd_ptr;
    reg [DATA_WIDTH-1:0]    ram[DEPTH-1:0];
    reg                     fifo_reg_data_valid_r;
    reg                     reg_fifo_read_en_r;
    reg                     rd_en_r;
    reg [DEPTH-1:0]         fifo_sample_num_r;
    always @(posedge clk or negedge rst_n) begin
        if (!rst_n) begin
            reg_fifo_read_en_r <= 0;
        end else if (reg_fifo_read_en)
            reg_fifo_read_en_r <=  1 ;
        else
            reg_fifo_read_en_r <= 0;
    end
    always @(posedge clk or negedge rst_n) begin
        if (!rst_n) begin
            rd_en_r <= 0;
        end else if (!reg_fifo_read_en_r && reg_fifo_read_en)
            rd_en_r <= 1 ;
        else
            rd_en_r <= 0;
    end
    always @(posedge clk or negedge rst_n) begin
        if (!rst_n) begin
            wr_ptr <= 0;
        end else if (wr_en)
            wr_ptr <= wr_ptr + 1 ;
    end
    always @(posedge clk or negedge rst_n) begin
        if (!rst_n) begin
            rd_ptr <= 0;
        end else if (wr_en && full)
            rd_ptr <= rd_ptr + 1 ;
        else if (rd_en_r)
            rd_ptr <= rd_ptr + 1 ;
    end
    always @(posedge clk or negedge rst_n) begin
        if (!rst_n) begin
            for(i=0;i < DEPTH;i++)
                ram[i] <= {DATA_WIDTH{1'b0}};
        end else if (wr_en)
            ram[wr_ptr][DATA_WIDTH-1:DATA_WIDTH-1-19] <= filter_fifo_data;
    end
    always @(posedge clk or negedge rst_n) begin
        if (!rst_n) begin
            fifo_reg_data_r <= 0;
        end else if (rd_en_r)
            fifo_reg_data_r <= ram[rd_ptr] ;
    end
    always @(posedge clk or negedge rst_n) begin
        if (!rst_n)
            fifo_sample_num_r <= 0;
        else if (full)
            fifo_sample_num_r <= DEPTH;
        else if (wr_en && !rd_en_r)  
            fifo_sample_num_r <= fifo_sample_num_r + 1'b1;
        else if (rd_en_r && !wr_en)  
            fifo_sample_num_r <= fifo_sample_num_r - 1'b1;
    end
    assign fifo_reg_data = fifo_reg_data_r;
    assign empty    = wr_ptr == rd_ptr;
    assign full     = (wr_ptr[ADDR_WIDTH-1:0] == rd_ptr[ADDR_WIDTH-1:0]) && (wr_ptr[ADDR_WIDTH]!=rd_ptr[ADDR_WIDTH]);
    assign fifo_sample_num = fifo_sample_num_r;
endmodule
</file>
<file path="run.sh">
#!/bin/bash
# OpenROAD 26Q1-2900-gdf79404cd8, Yosys 0.63+post, stock flow scripts
make -C /OpenROAD-flow-scripts/flow DESIGN_CONFIG=/design/flow/config.mk WORK_HOME=/design/flow/orfs finish
</file>
<file path="constraint.sdc">
current_design synchronous_fifo

set clk_period 5.3
set clk_io_pct 0.2

create_clock -name clk0 -period $clk_period [get_ports {clk}]

set non_clock_inputs [all_inputs -no_clocks]
set_input_delay [expr $clk_period * $clk_io_pct] -clock clk0 $non_clock_inputs
set_output_delay [expr $clk_period * $clk_io_pct] -clock clk0 [all_outputs]
</file>
==> results.toml <==
# yosys + openroad results
[run_status]
run_status = "finished, final reports clean"

[timing]
fmaxAchievable_mhz = 260.7
timing_max_transition_violations_final = 0
final_min_period_over_clock_period = 0.7236
worstMarginPinSlew_ps = 929.3
finalCriticalPeriod_ps = 3835
fin_skew_ps = 16.12
worst_slew_margin_rel = 0.3757
setup-tns-final_ps = 0
setup_viol = 0
grt_setup_unrepaired = "no"
finalHoldViolCount = 0

[power_and_ir_drop]
irDropWorstVdd_v = 0.0002983
net-switching-power_mw = 4.362
clock_power_share = 0.222
powerDensity_nw_per_um2 = 646.0
p_seq_frac = 0.397
power.leakage_nw = 8.394
p_comb_frac = 0.381
p_sw_frac = 0.3459
internal_power_mw = 8.249

[run]
log_warnings = 36
cap_viol_max_count = 0

[die]
die_w_um = 208.7
fp.dieArea_um2 = 43560
die_h_um = 208.7
placeableCoreArea_um2 = 42040
fraction_of_the_core_area_occupied_by_cells_at_floorplan = 0.4066
floorplan.rows = 75
i_o_pin_count = 67

[logic_synthesis]
synth_flops = 368
enable_flop_cells = 0
syn_area_um2 = 17090
ys_seq_frac = 0.5388
postSynth.asyncResetShare = 1.000
syn_inst = 1349
ys_warns = 4
synth.yosys.chip_area_um2 = 17090
dominantRegCellSynth = "sky130_fd_sc_hd__dfrtp_1"
ys_types = 64
synth-cells-yosys = 1349
syn_area_per_cell_um2 = 12.67

[worst_setup_path]
crit_path_kind = "input pin to flip-flop"
slowest_delay_ps = 560
cp.required_ps = 5730
critPathLaunchType = "input pin"
critPathSlowestCell = "sky130_fd_sc_hd__ha_1"
path_cells = "clkdlybuf4s50_1 -> buf_4 -> nand2b_1 -> ha_1 -> and3_1 -> a221oi_4 -> nor3_2 -> o31a_1 -> o22a_1 -> mux2_4"
timing.critical_path.fanout_max = 24
worst_setup_path_end_kind = "flip-flop"
arrival_ps = 4270

[clock_tree]
cts.hold.buffers_added = 0
post_cts_resized = 0
library_cell_used_as_clock_root_buffer = "sky130_fd_sc_hd__clkbuf_16"
tritoncts.num_buffers = 40
clkSinkCount = 368
clk_transition_reported_paths_ps = 50
max-clock-path-buffers = 3
insertion_delay_ps = 560
post-cts-setup-buffers = 0
cts_max_level = 2
tritoncts_clock_tree = "done"

[layout]
areaGrowthSynthToFinish_pct = 14.21
num-fill-cells = 3686
drive_above_1_share = 0.3238
fin_area_um2 = 19520

[min_path]
hold_path.class = "flip-flop to flip-flop"

[routing]
vias = 11370
drc = 0
dr.pass1.iters = 8
route.antenna.remaining_nets = 0
route.detailed.vias_per_inst = 5.856
dr.first_iter.drc_count = 739
antenna_cells_inserted = 0
detailed_route_wl_mm = 45.14
post_drt_wl_per_cell_um = 23.26

[grt]
grt_pass1_wl_mm = 70.50
globalRoute.totalOverflow = 0
antenna_found_initial = 1
grt.total_usage = 0.2209
grt_pass1_vias = 11540
grt_max_degree = 114

[place]
place_area_um2 = 18200
post_detail_place_hpwl_mm = 25.16
gp_congestion = 0.8629
io_buffers = 61
synthesized netlist by cell type, types with 10 or more instances:
library cell / count / area [µm²]
sky130_fd_sc_hd__clkbuf_1: 69 / 259.0
sky130_fd_sc_hd__a21oi_1: 34 / 170.2
sky130_fd_sc_hd__nand4_1: 11 / 68.82
sky130_fd_sc_hd__xnor2_1: 16 / 140.1
sky130_fd_sc_hd__inv_1: 22 / 82.58
sky130_fd_sc_hd__mux2i_1: 12 / 120.1
sky130_fd_sc_hd__buf_1: 12 / 45.04
sky130_fd_sc_hd__o21ai_0: 49 / 245.2
sky130_fd_sc_hd__mux2_2: 325 / 3660
sky130_fd_sc_hd__ha_1: 25 / 312.8
sky130_fd_sc_hd__xor2_1: 11 / 96.34
sky130_fd_sc_hd__a22o_1: 14 / 122.6
sky130_fd_sc_hd__a222oi_1: 30 / 300.3
sky130_fd_sc_hd__nand2_1: 63 / 236.5
sky130_fd_sc_hd__a221oi_1: 30 / 262.8
sky130_fd_sc_hd__a31oi_1: 15 / 93.84
sky130_fd_sc_hd__a22oi_1: 21 / 157.7
sky130_fd_sc_hd__o211ai_1: 10 / 75.07
sky130_fd_sc_hd__buf_2: 34 / 170.2
sky130_fd_sc_hd__dfrtp_1: 368 / 9209
sky130_fd_sc_hd__nor2_1: 30 / 112.6
sky130_fd_sc_hd__nand3_1: 36 / 180.2
metrics by stage:
| stage | power [mW] | hold WS (ps) | setup WS, ps | std cells | util |
|---|---|---|---|---|---|
| 2_1_floorplan | 8.246 | 377.7 | 1798 | 1353 | - |
| 6_report | 12.61 | 399.8 | 1465 | 1941 | 0.4643 |
| 5_1_grt | 13.39 | 432.3 | 1307 | 1941 | 0.4643 |
| 3_5_place_dp | 9.834 | 398.0 | 930.4 | 1868 | 0.4330 |
| 3_3_place_gp | 9.731 | 393.2 | 978.9 | 1868 | 0.4330 |
| 4_1_cts | 12.69 | 405.6 | 1505 | 1941 | 0.4643 |
kinds of logic (layout without fill, tap and decap cells):
family                     Yosys count  count (layout)  synth area share
and+or+nand+nor                    173             173           0.04736
muxes                              343             343            0.2286
other                                1               5         0.0002194
adders and majority gates           26              26           0.01947
DFF                                368             368            0.5388
AOI/OAI and AO/OA                  263             263            0.1143
xor gates and xnor gates            27              27           0.01383
buffers and inverters              148             197           0.03740
placed cells by master (no fill, tap or decap), drive strengths merged, types with 14 or more instances in the layout:
cell type,netlist,final
ha,25,25
nand2,63,63
clkdlybuf4s50,0,60
a222oi,30,30
a21oi,34,34
xnor2,16,16
a22o,14,14
o21ai,54,54
buf,55,40
clkbuf,69,61
dfrtp,368,368
a22oi,21,21
a221oi,33,33
mux2,326,326
a31oi,15,15
inv,23,25
nand3,36,36
nor2,32,32
worst max-delay path, delay by kind of cell:
family	cells	cell delay, ps
buf+inv	2	720
mux	1	290
compound gates	3	830
simple gates	3	780
fa+ha+maj	1	560
power by group through the flow:
stage | clock network [mW] | logic, mW | registers [mW]
after global routing | 2.97 | 5.23 | 5.19
after CTS | 2.86 | 4.82 | 5.00
final | 2.80 | 4.80 | 5.01
flip-flops by register name, indices dropped and copies added, names as in the netlist:
signal,flops
fifo_reg_data_r,20
fifo_sample_num_r,16
ram,320
rd_en_r,1
rd_ptr,5
reg_fifo_read_en_r,1
wr_ptr,5
routing by layer:
metal	vias to the layer above	track usage	share of wire
met5	-	0	0.00027
met4	2	0.04741	0.023
met3	70	0.05573	0.068
met2	322	0.3360	0.46
met1	5895	0.3335	0.45
li1	5077	-	-
path summary, 6_finish.rpt:
path,from,to,slack (ps),cells past startpoint
max in group asynchronous,rst_n,ram[1][19],3550,2
worst min-delay path,reg_fifo_read_en_r,rd_en_r,400,1
worst max-delay path,wr_en,fifo_sample_num_r[15],1460,10
worst min register to register,reg_fifo_read_en_r,rd_en_r,400,1
min in group asynchronous,rst_n,fifo_sample_num_r[3],480,1
worst max register to register,rd_ptr[1],fifo_reg_data_r[12],1770,7
area by class of cell:
cell class,instances,area (µm²),share of cell area
clock buffers,61,1201,0.06153
clock inverters,12,117.6,0.006025
flip-flops and latches,368,9215,0.4721
well taps,539,674.4,0.03455
multi-input cells,837,7289,0.3734
inverters,24,90.09,0.004615
repair buffers,100,933.4,0.04781
Power and IR drop assume default switching activity.
